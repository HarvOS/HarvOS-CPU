==> flow/design.v <==
bind harvos_core harvos_sva #(.PC_W(32)) u_harvos_sva (
  .clk        (clk),
  .rst_n      (rst_n),
  .imem_req   (imem.req),
  .imem_addr  (imem.addr),
  .imem_rvalid(imem.rvalid),
  .imem_fault (imem.fault),
  .dmem_req   (dmem.req),
  .dmem_we    (dmem.we),
  .dmem_be    (dmem.be),
  .dmem_addr  (dmem.addr),
  .dmem_rvalid(dmem.rvalid),
  .dmem_fault (dmem.fault)
);
  localparam integer MSTATUS_MIE = 3;
  localparam integer MSTATUS_MPIE = 7;
  localparam integer MSTATUS_MPP_LO = 11;
  localparam integer MSTATUS_MPP_HI = 12;
  localparam integer MSTATUS_SIE = 1;
  localparam integer MSTATUS_SPIE = 5;
  localparam integer MSTATUS_SPP  = 8;
  localparam logic [4:0] SCAUSE_ECALL_UMODE = 5'd8;
  localparam logic [4:0] SCAUSE_ECALL_SMODE = 5'd9;
  localparam logic [4:0] SCAUSE_ECALL_MMODE = 5'd11;
package harvos_sva_pkg;
endpackage
  typedef enum logic [1:0] {
    PRIV_U = 2'b00,
    PRIV_S = 2'b01,
    PRIV_M = 2'b11    
  } priv_e;
  localparam logic [4:0] SCAUSE_INT_SUPERVISOR_SOFT  = 5'd1;
  localparam logic [4:0] SCAUSE_INT_SUPERVISOR_TIMER = 5'd5;
  localparam logic [4:0] SCAUSE_INT_SUPERVISOR_EXT   = 5'd9;
  typedef enum logic [4:0] {
    SCAUSE_INST_ADDR_MISALIGNED = 5'h00,
    SCAUSE_INST_ACCESS_FAULT    = 5'h01,  
    SCAUSE_ILLEGAL_INSTR        = 5'h02,
    SCAUSE_BREAKPOINT           = 5'h03,  
    SCAUSE_LOAD_ADDR_MISALIGNED = 5'h04,
    SCAUSE_LOAD_ACCESS_FAULT    = 5'h05,
    SCAUSE_STORE_ADDR_MISALIGNED= 5'h06,
    SCAUSE_STORE_ACCESS_FAULT   = 5'h07,
    SCAUSE_ECALL_FROM_U         = 5'h08,
    SCAUSE_ECALL_FROM_S         = 5'h09,
    SCAUSE_HARVARD_VIOLATION    = 5'h0A
  } scause_e;
  localparam CSR_SSTATUS = 12'h100;
  localparam CSR_STVEC   = 12'h101;
  localparam CSR_SEPC    = 12'h102;
  localparam CSR_SCAUSE  = 12'h103;
  localparam CSR_STVAL   = 12'h104;
  localparam CSR_MSTATUS   = 12'h300;
  localparam CSR_MISA      = 12'h301;
  localparam CSR_MEDELEG   = 12'h302;
  localparam CSR_MIDELEG   = 12'h303;
  localparam CSR_MIE       = 12'h304;
  localparam CSR_MTVEC     = 12'h305;
  localparam CSR_MSCRATCH  = 12'h340;
  localparam CSR_MEPC      = 12'h341;
  localparam CSR_MCAUSE    = 12'h342;
  localparam CSR_MTVAL     = 12'h343;
  localparam CSR_MIP       = 12'h344;
  localparam CSR_SATP    = 12'h105;
  localparam CSR_SIE     = 12'h106;
  localparam CSR_SIP     = 12'h107;
  localparam CSR_STIME   = 12'h180;  
  localparam CSR_STIMECMP= 12'h181;  
  localparam CSR_SRANDOM = 12'h120;
  localparam CSR_SMPUCTL = 12'h130;
  localparam CSR_SCAPS   = 12'h140;
  localparam int SSTATUS_SIE = 1;
  localparam int SSTATUS_SUM = 18;
  localparam int SSTATUS_MXR = 19;
  localparam SSTATUS_UIE = 0;
  localparam SSTATUS_SIE = 1;
  typedef enum logic [6:0] {
    OPC_LOAD     = 7'b0000011,
    OPC_STORE    = 7'b0100011,
    OPC_OPIMM    = 7'b0010011,
    OPC_OP       = 7'b0110011,
    OPC_BRANCH   = 7'b1100011,
    OPC_JALR     = 7'b1100111,
    OPC_JAL      = 7'b1101111,
    OPC_LUI      = 7'b0110111,  
    OPC_AUIPC    = 7'b0010111,  
    OPC_SYSTEM   = 7'b1110011,
    OPC_MISC_MEM = 7'b0001111
  } opcode_e;
  localparam [2:0] F3_BEQ=3'b000, F3_BNE=3'b001, F3_BLT=3'b100, F3_BGE=3'b101;
  localparam [2:0] F3_ADD_SUB=3'b000, F3_SLT=3'b010, F3_XOR=3'b100, F3_OR=3'b110, F3_AND=3'b111;
  localparam [2:0] F3_LW=3'b010, F3_SW=3'b010;
  localparam [2:0] F3_CSRRW=3'b001, F3_CSRRS=3'b010, F3_CSRRC=3'b011;
  typedef enum logic [1:0] {
    ACC_FETCH = 2'b00,
    ACC_LOAD  = 2'b01,
    ACC_STORE = 2'b10
  } acc_e;
  typedef struct packed {
    logic V, R, W, X, U;   
    logic [26:0] PPN;      
  } pte_s;
  typedef struct packed {
    logic        valid;
  logic [31:0] base;
  logic [31:0] limit;      
    logic        allow_r;
  logic        allow_w;
  logic        allow_x;
  logic        user_ok;     
    logic        is_ispace;   
  } mpu_region_s;
module tlb #(
  parameter integer ENTRIES = 16,
  parameter integer ASID_W  = 9
) (
  input  logic                   clk,
  input  logic                   rst_n,
  input  logic [ASID_W-1:0]      cur_asid,
  input  logic                   req,
  input  logic [19:0]            vpn,    
  output logic                   hit,
  output logic [19:0]            hit_vpn,
  output logic [21:0]            ppn,    
  output logic                   perm_r,
  output logic                   perm_w,
  output logic                   perm_x,
  output logic                   perm_u,
  output logic                   perm_g,
  input  logic                   fill_en,
  input  logic [19:0]            fill_vpn,
  input  logic [21:0]            fill_ppn,
  input  logic                   fill_r,
  input  logic                   fill_w,
  input  logic                   fill_x,
  input  logic                   fill_u,
  input  logic                   fill_g,
  input  logic [ASID_W-1:0]      fill_asid,
  input  logic                   flush_all,        
  input  logic                   flush_addr_valid, 
  input  logic [19:0]            flush_vpn,
  input  logic                   flush_asid_valid, 
  input  logic [ASID_W-1:0]      flush_asid
);
  localparam IDX_W = (ENTRIES <= 1) ? 1 : $clog2(ENTRIES);
  function automatic [IDX_W-1:0] index_of(input [19:0] v);
    index_of = (ENTRIES == 1) ? '0 : (v[9:6] ^ v[19:16]) % ENTRIES;
  endfunction
  logic                  vld   [ENTRIES];
  logic [19:0]           ent_vpn[ENTRIES];
  logic [21:0]           ent_ppn[ENTRIES];
  logic                  ent_r [ENTRIES];
  logic                  ent_w [ENTRIES];
  logic                  ent_x [ENTRIES];
  logic                  ent_u [ENTRIES];
  logic                  ent_g [ENTRIES];
  logic [ASID_W-1:0]     ent_asid[ENTRIES];
  logic [IDX_W-1:0] fi;
  logic [IDX_W-1:0] idx;
  always_comb begin
    idx      = index_of(vpn);
    if (req && vld[idx] && (ent_vpn[idx] == vpn) &&
        ((ent_asid[idx] == cur_asid) || ent_g[idx])) begin
      hit     = 1'b1;
      hit_vpn = ent_vpn[idx];
      ppn     = ent_ppn[idx];
      perm_r  = ent_r[idx];
      perm_w  = ent_w[idx];
      perm_x  = ent_x[idx];
      perm_u  = ent_u[idx];
      perm_g  = ent_g[idx];
    end else begin
      hit     = 1'b0;
      hit_vpn = 20'h0;
      ppn     = 22'h0;
      perm_r  = 1'b0;
      perm_w  = 1'b0;
      perm_x  = 1'b0;
      perm_u  = 1'b0;
      perm_g  = 1'b0;
    end
  end
  integer i;
  always_ff @(posedge clk or negedge rst_n) begin
    if (!rst_n) begin
      for (i = 0; i < ENTRIES; i++) begin
        vld[i]      <= 1'b0;
        ent_vpn[i]  <= '0;
        ent_ppn[i]  <= '0;
        ent_r[i]    <= 1'b0;
        ent_w[i]    <= 1'b0;
        ent_x[i]    <= 1'b0;
        ent_u[i]    <= 1'b0;
        ent_g[i]    <= 1'b0;
        ent_asid[i] <= '0;
      end
    end else begin
      if (flush_all) begin
        for (i = 0; i < ENTRIES; i++) vld[i] <= 1'b0;
      end else if (flush_addr_valid || flush_asid_valid) begin
        for (i = 0; i < ENTRIES; i++) begin
          if (vld[i]) begin
            if (((!flush_addr_valid) || (ent_vpn[i] == flush_vpn)) && ((!flush_asid_valid) || (ent_asid[i] == flush_asid))) vld[i] <= 1'b0;
          end
        end
      end
      if (fill_en) begin
        fi          = index_of(fill_vpn);
        vld[fi]     <= 1'b1;
        ent_vpn[fi] <= fill_vpn;
        ent_ppn[fi] <= fill_ppn;
        ent_r[fi]   <= fill_r;
        ent_w[fi]   <= fill_w;
        ent_x[fi]   <= fill_x;
        ent_u[fi]   <= fill_u;
        ent_g[fi]   <= fill_g;
        ent_asid[fi]<= fill_asid;
      end
    end
  end
endmodule
==> flow/run.sh <==
#!/bin/bash
# OpenROAD 26Q1-2900-gdf79404cd8, Yosys 0.63+post, stock flow scripts
make -C /OpenROAD-flow-scripts/flow DESIGN_CONFIG=/design/flow/config.mk WORK_HOME=/design/flow/orfs finish
==> flow/config.mk <==
export PLATFORM = sky130hd
export DESIGN_NAME = tlb
export DESIGN_NICKNAME = tlb
export VERILOG_FILES = /design/flow/design.v
export SDC_FILE = /design/flow/constraint.sdc
export NUM_CORES = 4
export LEC_CHECK = 1
export CORE_UTILIZATION = 50
==> flow/constraint.sdc <==
current_design tlb

set clk_period 24.4
set clk_io_pct 0.2

create_clock -name clk0 -period $clk_period [get_ports {clk}]

set non_clock_inputs [all_inputs -no_clocks]
set_input_delay [expr $clk_period * $clk_io_pct] -clock clk0 $non_clock_inputs
set_output_delay [expr $clk_period * $clk_io_pct] -clock clk0 [all_outputs]
==> impl_metrics.tcl <==
# metrics dict for downstream scripts
set metrics [dict create \
    timing.setup.critical_path_class "input pin to output port" \
    first_global_vias 40250 \
    postSynthSeqShare 0.4858 \
    max_slew.worst_pin.slew_ps 1197 \
    dpl.hpwl_um 150700 \
    tritoncts.num_buffers 99 \
    outcome "complete, no violations" \
    drtPass1Iterations 6 \
    timing_max_transition_violations_final 0 \
    grt_overflow 0 \
    clockRootBuffer "sky130_fd_sc_hd__clkbuf_16" \
    initial_antenna_violation_count 11 \
    dieHeight_um 308.5 \
    setup.worst_path.start_class "input pin" \
    biggest_fanout_along_the_worst_timing_path 46 \
    hold-worst-slack_ps 475.3 \
    gp_routability_congestion 1.124 \
    critical-path-slowest-cell "sky130_fd_sc_hd__clkdlybuf4s50_1" \
    syn_area_per_cell_sq_um 9.456 \
    pin_count_of_the_biggest_net_entering_global_routing 123 \
    depth_of_the_cts_h_tree 3 \
    finalCriticalPeriod_ps 16630 \
    synth_warnings 10 \
    cts.sinks 912 \
    fp_util 0.5041 \
    syn-cell-area_sq_um 46980 \
    route.vias.total 41540 \
    critical_path.top_delay_family "buffers and inverters" \
    cts.path.max_buffers 3 \
    timing.critical_path.buf_inv 6 \
    cellPowerDensity_nw_per_um2 108.4 \
    timing.hold.worst_path_depth 2 \
    post_cts_resized 0 \
    drt_iter0_drc 4672 \
    r2r.worst_path.cells 6 \
    yosys_cells 4968 \
    wl_um 226800 \
    synthesis.instances 4968 \
    cts-hold-fix-buffers 0 \
    clock_insertion_delay_worst_skew_ps 730 \
    flop_cell "sky130_fd_sc_hd__dfrtp_1" \
    hold_viol 0 \
    drv.max_cap_violation_count 0 \
    ys.flops 912 \
    worst_path_most_repeated_cell "sky130_fd_sc_hd__buf_4" \
    arrival_ps 11750 \
    placedCellCount 6175 \
    worst_slew_margin_rel 0.1943 \
    first_pass_grt_wire_length_um 315400 \
    finish.cell_count_without_fillers 6364 \
    drc_violations_left 0 \
    slowest_delay_ps 920 \
    yosys_reported_design_area_after_synthesis_sq_um 46980 \
    hold_path.class "flop to flop" \
    grt_usage 0.5044 \
    openroad.warnings 28 \
    fin_setup_tns_ps 0 \
    setup_repair_after_global_routing_missed_its_margin "no" \
    cts.clk_slew.worst_paths_ps 60 \
    syn2layout_area_growth_pct 14.96 \
    critPathCaptureType "output port" \
    worst-r2r-setup-slack_ps 21280 \
    setup_viol 0 \
    std_cell_rows 112 \
    hold_end "ent_ppn[0][3]$_DFFE_PN0P_" \
    detail-route-antenna-nets 0 \
    share_of_cells_above_drive_strength_1 0.1610 \
    tritoncts "yes" \
    worst_ir_drop_vdd_mv 0.07931 \
    critical_path_required_ps 19520 \
    share_of_async_settable_or_async_resettable_flops_after_synthesis 1.000 \
    finalClockSkew_ps 56.74 \
    route.detailed.vias_per_inst 6.527 \
    top_level_ports 169 \
    core_area_sq_um 93190 \
    synth-edff-count 0 \
    reg2reg_end "vld[15]$_DFF_PN0_" \
    leakage_nw 24.40 \
    timing.critical_path.cells "clkdlybuf4s50_1 -> xor2_4 -> buf_4 -> buf_4 -> nor3_1 -> buf_4 -> a221oi_1 -> nor2_1 -> or4_1 -> o21ai_0 -> o2111ai_1 -> or4_2 -> buf_4 -> nor4b_1 -> clkdlybuf4s50_1" \
    routed_wire_length_per_instance_um 35.64 \
    die_area_sq_um 95180 \
    hold_path.startpoint "ent_ppn[0][3]$_DFFE_PN0P_" \
    fin_crit_sh 0.6814 \
    post_cts.repair.setup_buffers 0 \
    worst_r2r_startpoint "ent_vpn[15][18]$_DFFE_PN0P_" \
    achievable-frequency_ghz 0.06015 \
    synth_cell_types 64 \
    floorplan.die.width_um 308.5 \
    portBuffers 168 \
]
where the power goes:
group          total [mW]  switching [mW]  internal (mW)
clock                1.62           0.677          0.941
sequential           2.70           0.638           2.06
combinational        1.54           0.887          0.652
total                5.86            2.20           3.65
worst register-to-register path: stages, from the launching register on:
cell and delay [ps]:
sky130_fd_sc_hd__dfrtp_1 430, sky130_fd_sc_hd__xor2_1 270, sky130_fd_sc_hd__nor4_1 710, sky130_fd_sc_hd__nand3_1 410, sky130_fd_sc_hd__o31ai_1 560, sky130_fd_sc_hd__o21ai_0 310, sky130_fd_sc_hd__a31o_2 330
per-stage QoR:
stage                     utilization  setup slack, ps  cell area, sq um  power [mW]
final                          0.5795             7774             54000       5.856
after global routing           0.5795             7727             54000       6.066
after CTS                      0.5794             8050             53990       5.779
after detailed placement       0.5418             8097             50490       4.160
after global placement         0.5418             8033             50490       4.140
after floorplan                     -            11760             46980       3.395
cell families after synthesis:
family                    Yosys count  synth area share
AOI/OAI and AO/OA                 644           0.09884
and+or+nand+nor                  2086            0.1875
muxes                             415           0.09879
xor gates and xnor gates          502           0.09439
DFF                               912            0.4858
buffers and inverters             409           0.03468
worst max-delay path by stage:
stage / from / to / slack, ps / cells past startpoint
CTS: vpn[7] / hit_vpn[5] / 8050 / 15
global route: vpn[7] / hit_vpn[2] / 7730 / 16
finish: vpn[7] / hit_vpn[5] / 7770 / 15
cell usage after synthesis, drive strengths merged (13+ instances only):
cell,n,area share
dfrtp,912,0.49
clkbuf,296,0.024
nor3,28,0.0030
nand2,1593,0.13
nand3,138,0.015
and4b,13,0.0028
nand4,73,0.0097
mux2,369,0.088
o22ai,45,0.0060
a22o,70,0.013
o31ai,13,0.0021
a221oi,71,0.013
o21ai,62,0.0066
xor2,245,0.046
xnor2,257,0.048
a31oi,15,0.0020
a21oi,127,0.014
buf,105,0.010
a22oi,115,0.018
mux2i,44,0.0094
nor4,100,0.017
nor2,108,0.0086
area by class of cell:
class / count / area, sq um
Clock inverter: 47 / 648.1
Fill cell: 7815 / 39190
Multi-Input combinational cell: 3647 / 22920
Inverter: 8 / 30.03
Clock buffer: 139 / 2859
Timing Repair Buffer: 354 / 3146
Sequential cell: 912 / 22820
Antenna cell: 3 / 7.507
Tap cell: 1254 / 1569
per-layer routing:
layer | share of wire | wire length [um] | global-route usage | vias to the layer above
met5 | 0.0015 | 350 | 0.02073 | -
met1 | 0.37 | 84170 | 0.6906 | 20660
met4 | 0.070 | 15890 | 0.2735 | 20
li1 | - | - | - | 17120
met2 | 0.41 | 92900 | 0.6649 | 3023
met3 | 0.15 | 33520 | 0.2564 | 722
cells in the final DEF, fill, tap and decap left out, types with 9 or more instances in the layout:
cell type,instances
sky130_fd_sc_hd__xor2_1,241
sky130_fd_sc_hd__o41ai_1,10
sky130_fd_sc_hd__bufinv_16,11
sky130_fd_sc_hd__nor3_1,27
sky130_fd_sc_hd__nor4_2,33
sky130_fd_sc_hd__or2_4,9
sky130_fd_sc_hd__a31oi_1,14
sky130_fd_sc_hd__nor2_4,23
sky130_fd_sc_hd__clkinv_2,19
sky130_fd_sc_hd__o21ai_0,62
sky130_fd_sc_hd__nand4_1,73
sky130_fd_sc_hd__a21oi_1,127
sky130_fd_sc_hd__mux2_2,368
sky130_fd_sc_hd__clkbuf_8,21
sky130_fd_sc_hd__a31o_2,12
sky130_fd_sc_hd__nor2_1,84
sky130_fd_sc_hd__nand3_1,138
sky130_fd_sc_hd__o2bb2ai_1,12
sky130_fd_sc_hd__clkbuf_16,100
sky130_fd_sc_hd__o22ai_1,45
sky130_fd_sc_hd__dfrtp_1,912
sky130_fd_sc_hd__clkdlybuf4s50_1,167
sky130_fd_sc_hd__xnor2_1,253
sky130_fd_sc_hd__mux2i_1,44
sky130_fd_sc_hd__nand2_1,1593
sky130_fd_sc_hd__a221oi_1,70
sky130_fd_sc_hd__o221ai_1,10
sky130_fd_sc_hd__a32oi_1,11
sky130_fd_sc_hd__buf_4,181
sky130_fd_sc_hd__and3_1,9
sky130_fd_sc_hd__a22o_1,70
sky130_fd_sc_hd__a22oi_1,115
sky130_fd_sc_hd__and4b_1,13
sky130_fd_sc_hd__nor4_1,65
sky130_fd_sc_hd__o31ai_1,13
sky130_fd_sc_hd__clkbuf_1,18
state kept, by name, summed over array words and instances, names as in the netlist:
name	flops
ent_w	16
ent_g	16
ent_vpn	320
ent_r	16
ent_ppn	352
ent_u	16
ent_asid	144
vld	16
ent_x	16
Power and IR drop assume default switching activity.
