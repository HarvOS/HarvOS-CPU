[flow/config.mk]
export PLATFORM = sky130hd
export DESIGN_NAME = exec_ppn_tracker
export DESIGN_NICKNAME = exec_ppn_tracker
export VERILOG_FILES = /design/flow/design.v
export SDC_FILE = /design/flow/constraint.sdc
export NUM_CORES = 4
export LEC_CHECK = 1
export CORE_UTILIZATION = 30
[flow/constraint.sdc]
current_design exec_ppn_tracker

set clk_period 3.5
set clk_io_pct 0.2

create_clock -name clk0 -period $clk_period [get_ports {clk}]

set non_clock_inputs [all_inputs -no_clocks]
set_input_delay [expr $clk_period * $clk_io_pct] -clock clk0 $non_clock_inputs
set_output_delay [expr $clk_period * $clk_io_pct] -clock clk0 [all_outputs]
[flow/design.v]
bind harvos_core harvos_sva #(.PC_W(32)) u_harvos_sva (
  .clk        (clk),
  .rst_n      (rst_n),
  .imem_req   (imem.req),
  .imem_addr  (imem.addr),
  .imem_rvalid(imem.rvalid),
  .imem_fault (imem.fault),
  .dmem_req   (dmem.req),
  .dmem_we    (dmem.we),
  .dmem_be    (dmem.be),
  .dmem_addr  (dmem.addr),
  .dmem_rvalid(dmem.rvalid),
  .dmem_fault (dmem.fault)
);
  localparam integer MSTATUS_MIE = 3;
  localparam integer MSTATUS_MPIE = 7;
  localparam integer MSTATUS_MPP_LO = 11;
  localparam integer MSTATUS_MPP_HI = 12;
  localparam integer MSTATUS_SIE = 1;
  localparam integer MSTATUS_SPIE = 5;
  localparam integer MSTATUS_SPP  = 8;
  localparam logic [4:0] SCAUSE_ECALL_UMODE = 5'd8;
  localparam logic [4:0] SCAUSE_ECALL_SMODE = 5'd9;
  localparam logic [4:0] SCAUSE_ECALL_MMODE = 5'd11;
package harvos_sva_pkg;
endpackage
`timescale 1ns/1ps
module exec_ppn_tracker #(
  parameter int unsigned PPN_W = 20,   
  parameter int unsigned N     = 16    
)(
  input  wire                 clk,
  input  wire                 rst_n,
  input  wire                 clear_i,       
  input  wire                 insert_i,      
  input  wire [PPN_W-1:0]     insert_ppn,
  input  wire [31:0]          query_pa,      
  output wire                 hit_exec_ppn
);
  localparam int unsigned IDX_W = $clog2(N);
  reg [PPN_W-1:0] cam_ppn [N-1:0];
  reg             cam_vld [N-1:0];
  reg [IDX_W-1:0] wr_ptr;
  integer i;
  wire [PPN_W-1:0] query_ppn = query_pa[31:12];
  reg hit_r;
  always @(*) begin
    hit_r = 1'b0;
    for (i=0;i<N;i=i+1) begin
      if (cam_vld[i] && cam_ppn[i] == query_ppn) hit_r = 1'b1;
    end
  end
  assign hit_exec_ppn = hit_r;
  always @(posedge clk or negedge rst_n) begin
    if (!rst_n) begin
      for (i=0;i<N;i=i+1) begin
        cam_vld[i] <= 1'b0;
        cam_ppn[i] <= '0;
      end
      wr_ptr <= '0;
    end else begin
      if (clear_i) begin
        for (i=0;i<N;i=i+1) cam_vld[i] <= 1'b0;
      end
      if (insert_i) begin
        cam_ppn[wr_ptr] <= insert_ppn;
        cam_vld[wr_ptr] <= 1'b1;
        wr_ptr          <= wr_ptr + {{(IDX_W-1){1'b0}},1'b1};
      end
    end
  end
endmodule
[flow/run.sh]
#!/bin/bash
# OpenROAD 26Q1-2900-gdf79404cd8, Yosys 0.63+post, stock flow scripts
make -C /OpenROAD-flow-scripts/flow DESIGN_CONFIG=/design/flow/config.mk WORK_HOME=/design/flow/orfs finish
==> impl_metrics.toml <==
# implementation run metrics
[timing]
hold_viol = 0
slew_viol_final = 0
hold_ws_ps = 173.7
skew_ps = 17.24
fmax_ghz = 0.2945
rsz0062_at_grt = "no"
period_minus_slack_ps = 3395
finalSetupViolations = 0
worstMarginPinSlew_ps = 753.3
relSlewSlack_pct = 49.78
fin_tns_setup_ps = 0
setup_ws_ps = 105.0
finalCritPeriodShare_pct = 97.00

[yosys]
synthCells = 1255
synth-compound-area-share_pct = 0.5720
syn_area_per_cell_um2 = 13.25
ys_cells = 1255
fa_ha_area_share_pct = 0.3011
simple_gate_share_pct = 5.073
topCellsByArea = "dfrtp_1 (51%), mux2_1 (12%), xor2_1 (12%)"
logic_family = "multiplexers"
largest_area_cell = "dfrtp_1"
ys_warn_count = 3
muxShareOfSynthArea_pct = 21.68
synthXorXnorAreaFrac_pct = 17.02
ys_seq_share_pct = 51.18
synth.distinct_cells = 26
netlist_area_mm2 = 0.01662
yosys_area_mm2 = 0.01662
netlist.area_leader.share_pct = 51.18
synth_flops = 340

[clocking]
clk_path_buf_depth = 3
cts_buffers = 37
htree_levels = 2
cts.sinks = 340
clk_pin_slew_ps = 50
clk_latency_ps = 530
cts_tree = "done"
root_buffer = "clkbuf_16"
cts_hold_buf = 0

[placed_design]
dp.cells = 2039
gp_congestion = 0.8591
detailed_place.area_mm2 = 0.01874
portBuffers = 44
pre_cts_slack_ps = -904.2
hpwl_um = 30110

[routing]
detail_route.wl_per_cell_um = 22.55
vias_per_cell = 4.848
num_vias = 10350
ant_nets = 0
finalWirelength_um = 48150
first_iter_violations = 497
firstDrtPassIters = 4
drc = 0

[job]
warning_count = 40
max_cap_violations = 0

[power_and_ir_drop]
power.total_mw = 15.52
leakagePower_nw = 9.072
power_density_mw_per_mm2 = 754.2
ir_drop_mv = 0.3269

[critical_path]
arrival_ps = 2700
regToRegEndpoint = "cam_ppn[3][19]$_DFFE_PN0P_"
reg2reg_setup_slack_ps = 1700
critPathBufInv = 5
reg2regPathDepth = 5
slowest_stage = "nor4_2"
cp_data_required_time_ps = 2800
startpoint_type = "input port"
critPathCaptureType = "primary output"
crit_chain = "dlygate4sd2_1 -> buf_6 -> xor2_1 -> nor4_1 -> buf_4 -> nand4_1 -> nor4_2 -> buf_4 -> nor4_1 -> nand4_1 -> buf_2"
path_max_fanout = 5
rr_startpoint = "wr_ptr[0]$_DFFE_PN0P_"
slowest_delay_ps = 370
crit_type = "input port to primary output"
critPathTopFamily = "simple AND/OR/NAND/NOR gates"

[finish]
layout_top_cell = "dfrtp_1"
layout_top_cells = "dfrtp_1 (340), xor2_1 (219), mux2_1 (180)"
synthToLayoutAreaGrowth_pct = 23.78
final_cells = 2135
final_core_util_pct = 37.94
drive_above_1_share_pct = 29.55
fin_area_mm2 = 0.02058

[grt]
grt_pass1_vias = 11050
grt_pass1_wl_um = 73200
antenna_found_initial = 2
grt-ovfl-total = 0
grt_max_degree = 81
grtUsageTotal_pct = 18.39

[worst_hold_path]
hp-class = "input port to async pin"

[floorplan]
fp_util_pct = 30.65
dieArea_mm2 = 0.05636
ios = 57
coreArea_mm2 = 0.05424
die_w_um = 237.4
num_rows = 85
die_h_um = 237.4

[status]
outcome = "complete, no violations"
## how the worst max path moves through the flow
stage / startpoint / to / slack, ps / cells past startpoint
CTS: query_pa[21] / hit_exec_ppn / 2 / 11
global route: query_pa[30] / hit_exec_ppn / 1 / 10
finish: query_pa[22] / hit_exec_ppn / 100 / 11
## flip-flops by register name, summed over array words and instances (netlist names)
register  cells
wr_ptr        4
cam_vld      16
cam_ppn     320
## cell type report
cell class                 count  area [um2]
antenna                        1       2.502
clock buffer                  56        1077
clock inverter                 7       87.58
fill                        5026       33660
inverter                      15       56.30
multi-input combinational    803        7752
sequential                   340        8508
tap                          696       870.8
timing repair buffer         217        2222
## metal layers
layer / track usage, % / share of wire [%] / vias to the layer above
li1: - / - / 4658
met1: 24.69 / 41 / 5315
met2: 28.79 / 47 / 300
met3: 6.449 / 9.1 / 75
met4: 4.888 / 3.6 / 2
met5: 0 / 0.033 / -
## logic make-up (layout without fill, tap and decap cells)
family | count (synthesis) | count (layout)
adder cells (fa/ha/maj) | 4 | 4
AND-OR/OR-AND | 17 | 17
other | 0 | 1
AND/OR/NAND/NOR | 139 | 139
XOR/XNOR | 323 | 323
buffers and inverters | 112 | 295
flip-flops | 340 | 340
multiplexers | 320 | 320
## cell usage after synthesis, drive strengths merged
library cell	n
xnor2	98
nand3	12
nor2b	2
buf	75
nor3	13
clkbuf	22
nor4	64
xor2	225
nor2	1
dfrtp	340
o21ai	13
a21o	4
ha	4
and3	3
nand4	42
mux2	320
inv	15
nand2	2
## repair_timing
item,in CTS,in global routing
pin swaps,36,24
cloned,5,0
buffers inserted,25,5
endpoints found under the hold margin,0,0
setup endpoints to repair,1,1
resized,78,42
## report_power, final
group	internal, mW	switching, mW
combinational	2.62	2.05
clock	2.26	1.54
sequential	5.81	1.23
total	10.7	4.82
