**design/flow/design.v**
```verilog
bind harvos_core harvos_sva #(.PC_W(32)) u_harvos_sva (
  .clk        (clk),
  .rst_n      (rst_n),
  .imem_req   (imem.req),
  .imem_addr  (imem.addr),
  .imem_rvalid(imem.rvalid),
  .imem_fault (imem.fault),
  .dmem_req   (dmem.req),
  .dmem_we    (dmem.we),
  .dmem_be    (dmem.be),
  .dmem_addr  (dmem.addr),
  .dmem_rvalid(dmem.rvalid),
  .dmem_fault (dmem.fault)
);
  localparam integer MSTATUS_MIE = 3;
  localparam integer MSTATUS_MPIE = 7;
  localparam integer MSTATUS_MPP_LO = 11;
  localparam integer MSTATUS_MPP_HI = 12;
  localparam integer MSTATUS_SIE = 1;
  localparam integer MSTATUS_SPIE = 5;
  localparam integer MSTATUS_SPP  = 8;
  localparam logic [4:0] SCAUSE_ECALL_UMODE = 5'd8;
  localparam logic [4:0] SCAUSE_ECALL_SMODE = 5'd9;
  localparam logic [4:0] SCAUSE_ECALL_MMODE = 5'd11;
package harvos_sva_pkg;
endpackage
module alu (
  input  logic [3:0]  op,      
  input  logic [31:0] a,
  input  logic [31:0] b,
  output logic [31:0] y
);
  always_comb begin
    case (op)
  4'd0: y = a + b;              
  4'd1: y = a - b;              
  4'd2: y = a & b;              
  4'd3: y = a | b;              
  4'd4: y = a ^ b;              
  4'd5: y = ($signed(a) < $signed(b)) ? 32'h1 : 32'h0;  
  4'd6: y = (a < b) ? 32'h1 : 32'h0;                    
  4'd7: y = a << b[4:0];        
  4'd8: y = a >> b[4:0];        
  4'd9: y = $signed(a) >>> b[4:0];  
  default: y = 32'h0;
endcase
  end
endmodule
```
**design/flow/run.sh**
```bash
#!/bin/bash
# OpenROAD 26Q1-2900-gdf79404cd8, Yosys 0.63+post, stock flow scripts
make -C /OpenROAD-flow-scripts/flow DESIGN_CONFIG=/design/flow/config.mk WORK_HOME=/design/flow/orfs finish
```
**design/flow/config.mk**
```make
export PLATFORM = sky130hd
export DESIGN_NAME = alu
export DESIGN_NICKNAME = alu
export VERILOG_FILES = /design/flow/design.v
export SDC_FILE = /design/flow/constraint.sdc
export NUM_CORES = 4
export LEC_CHECK = 1
export CORE_UTILIZATION = 40
```
**design/flow/constraint.sdc**
```tcl
current_design alu

set clk_period 17.3
set clk_io_pct 0.2

create_clock -name clk0 -period $clk_period

set non_clock_inputs [all_inputs -no_clocks]
set_input_delay [expr $clk_period * $clk_io_pct] -clock clk0 $non_clock_inputs
set_output_delay [expr $clk_period * $clk_io_pct] -clock clk0 [all_outputs]
```
==> flow_metrics.env <==
# flow metrics
export IMPL_status="complete, no violations"
export IMPL_post_cts_buffers=0
export IMPL_min_period_ns=11.30
export IMPL_ys_top_cells_by_area="ha_1 14%, mux2i_1 8.0%, a21oi_1 8.0%, nor2_1 7.2%, nand2_1 5.8%"
export IMPL_holdBufCountCts=0
export IMPL_power_per_cell_area_nw_per_um2=33.6
export IMPL_drv_slew=0
export IMPL_grt_usage=0.374
export IMPL_synth_most_common_cell="nor2_1"
export IMPL_synth_area_sq_um=8460
export IMPL_place_congestion=1.01
export IMPL_rows=52
export IMPL_rsz0062_at_grt="false"
export IMPL_port_buffers=100
export IMPL_dpl_cell_area_sq_um=9500
export IMPL_syn2layout_area_growth_pct=12.4
export IMPL_core_area_sq_um=20500
export IMPL_yosys_area_top_type_share=0.144
export IMPL_first_global_vias=9491
export IMPL_yosysWarnings=1
export IMPL_largest_area_cell="ha_1"
export IMPL_end_kind="primary output"
export IMPL_ys_top_cells_by_count="163 x nor2_1, 135 x a21oi_1, 131 x nand2_1"
export IMPL_cp_start_kind="input port"
export IMPL_max_freq_mhz=88.5
export IMPL_finalClockPeriodUsage=0.653
export IMPL_p_leak_nw=4.11
export IMPL_ios=100
export IMPL_drt_antenna_violating_nets=0
export IMPL_drive_above_1_share=0.0618
export IMPL_drt_wl_total_um=40400
export IMPL_cts_resized=0
export IMPL_die_h_um=147
export IMPL_gr_total_overflow=0
export IMPL_first_pass_iters=5
export IMPL_vdd_drop_max_mv=0.0170
export IMPL_min_path_type="input port to primary output"
export IMPL_seq_cell_count=0
export IMPL_p_sw_mw=0.197
export IMPL_worst_endpoint_arrival_ns=7.84
export IMPL_internal_power_mw=0.123
export IMPL_max_cap_violations=0
export IMPL_drc=0
export IMPL_worst_slack_ns=6.00
export IMPL_vias=10300
export IMPL_fill_cells=2239
export IMPL_worst_slew_pin_slew_ns=0.788
export IMPL_ys_area_sq_um=8460
export IMPL_finalInstanceArea_sq_um=9510
export IMPL_crit_fanout=59
export IMPL_logic_area_sq_um=7660
export IMPL_avgRoutedWirePerCell_um=25.0
export IMPL_fp_util=0.413
export IMPL_ys_types=76
export IMPL_drtIter0Drc=932
export IMPL_slew_headroom=0.475
export IMPL_dp_hpwl_um=31900
export IMPL_hold_violations=0
export IMPL_dieArea_sq_um=21700
export IMPL_swShare=0.615
export IMPL_ys_seq_frac=0
export IMPL_vias_per_cell=6.35
export IMPL_ff_latch_area_sq_um=0
export IMPL_finalSetupViolCount=0
export IMPL_worstSetupPathType="input port to primary output"
export IMPL_pre_cts_ws_ns=6.18
export IMPL_warning_count=97
export IMPL_setup_tns_ns=0
export IMPL_clkbuf_count=0
export IMPL_ys_cells=1325
export IMPL_cp_required_ns=13.84
export IMPL_utilization=0.464
export IMPL_syn_area_per_cell_sq_um=6.38
export IMPL_whs_ns=7.90
export IMPL_antenna_found_initial=1
export IMPL_grt_max_degree=71
export IMPL_synthCells=1325
export IMPL_grt_pass1_wl_um=60400
export IMPL_dieWidth_um=147
power by group through the flow:
stage	Combinational (mW)	Sequential, mW	Clock, mW
CTS	0.313	0	0
global route	0.345	0	0
routing by layer:
layer | vias up | track usage | wire [um]
met2 | 505 | 0.578 | 17700
li1 | 4900 | - | -
met5 | - | 0 | 0
met4 | 0 | 0.0515 | 695
met1 | 4819 | 0.569 | 18700
met3 | 38 | 0.0469 | 3280
cells by family (layout without fill, tap and decap cells):
logic type | Yosys count | count (layout) | share of synthesized area
AND-OR/OR-AND | 478 | 478 | 0.368
multiplexers | 105 | 105 | 0.148
buffers and inverters | 202 | 221 | 0.0951
adder cells (fa/ha/maj) | 99 | 99 | 0.148
XOR/XNOR | 15 | 15 | 0.0155
AND/OR/NAND/NOR | 426 | 426 | 0.225
other | 0 | 2 | 0
per-stage QoR:
stage	instances	power, mW
2_1_floorplan	1325	0.194
3_3_place_gp	1614	0.314
3_5_place_dp	1614	0.311
4_1_cts	1614	0.313
5_1_grt	1614	0.345
6_report	1616	0.320
cells in the final DEF, fill, tap and decap left out, types with 9 or more instances in the layout:
| cell type | netlist | routed |
|---|---|---|
| o211ai_1 | 25 | 25 |
| o21ai_0 | 85 | 85 |
| nand4_1 | 9 | 9 |
| nand3_1 | 28 | 28 |
| o31ai_1 | 10 | 10 |
| xnor2_1 | 9 | 9 |
| nor2_1 | 163 | 163 |
| nor3_1 | 16 | 15 |
| a221oi_1 | 13 | 13 |
| mux2_2 | 22 | 22 |
| o21bai_1 | 13 | 13 |
| nand2b_1 | 16 | 16 |
| a211oi_1 | 34 | 34 |
| o22ai_1 | 12 | 12 |
| a21o_1 | 20 | 20 |
| and3_1 | 14 | 14 |
| inv_1 | 94 | 94 |
| mux2i_1 | 68 | 68 |
| mux4_2 | 13 | 13 |
| or3_1 | 13 | 13 |
| buf_4 | 4 | 22 |
| clkdlybuf4s50_1 | 0 | 94 |
| a21oi_1 | 135 | 135 |
| o21ai_1 | 24 | 24 |
| nand2_1 | 131 | 131 |
| a31oi_1 | 15 | 15 |
| ha_1 | 97 | 97 |
path summary, 6_finish.rpt:
check | from | end | cells after the start
worst max-delay path | b[1] | y[29] | 14
worst min-delay path | op[0] | y[26] | 5
worst max-delay path, cell delays in order:
cell and delay, ns:
buf_2 0.09, buf_4 0.31, inv_2 0.10, buf_4 0.53, ha_1 0.39, a211oi_1 0.22
o21bai_1 0.16, a211oi_1 0.54, a21oi_1 0.25, a31oi_1 0.54, o21bai_1 0.22, o221a_2 0.30
o211ai_1 0.18, clkdlybuf4s50_1 0.49
final cells by class:
type / instances / share of cell area
Antenna cell: 2 / 0.000526
Inverter: 100 / 0.0395
Multi-Input combinational cell: 1123 / 0.805
Tap cell: 270 / 0.0355
Timing Repair Buffer: 121 / 0.119
Power and IR drop assume default switching activity.
