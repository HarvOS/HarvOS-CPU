$ cat config.mk
export PLATFORM = sky130hd
export DESIGN_NAME = dcache_simple_wb
export DESIGN_NICKNAME = dcache_simple_wb
export VERILOG_FILES = /design/flow/design.v
export SDC_FILE = /design/flow/constraint.sdc
export NUM_CORES = 4
export LEC_CHECK = 1
export CORE_UTILIZATION = 40
$ cat constraint.sdc
current_design dcache_simple_wb

set clk_period 78.3
set clk_io_pct 0.2

create_clock -name clk0 -period $clk_period [get_ports {clk}]

set non_clock_inputs [all_inputs -no_clocks]
set_input_delay [expr $clk_period * $clk_io_pct] -clock clk0 $non_clock_inputs
set_output_delay [expr $clk_period * $clk_io_pct] -clock clk0 [all_outputs]
$ cat design.v
bind harvos_core harvos_sva #(.PC_W(32)) u_harvos_sva (
  .clk        (clk),
  .rst_n      (rst_n),
  .imem_req   (imem.req),
  .imem_addr  (imem.addr),
  .imem_rvalid(imem.rvalid),
  .imem_fault (imem.fault),
  .dmem_req   (dmem.req),
  .dmem_we    (dmem.we),
  .dmem_be    (dmem.be),
  .dmem_addr  (dmem.addr),
  .dmem_rvalid(dmem.rvalid),
  .dmem_fault (dmem.fault)
);
  localparam integer MSTATUS_MIE = 3;
  localparam integer MSTATUS_MPIE = 7;
  localparam integer MSTATUS_MPP_LO = 11;
  localparam integer MSTATUS_MPP_HI = 12;
  localparam integer MSTATUS_SIE = 1;
  localparam integer MSTATUS_SPIE = 5;
  localparam integer MSTATUS_SPP  = 8;
  localparam logic [4:0] SCAUSE_ECALL_UMODE = 5'd8;
  localparam logic [4:0] SCAUSE_ECALL_SMODE = 5'd9;
  localparam logic [4:0] SCAUSE_ECALL_MMODE = 5'd11;
package harvos_sva_pkg;
endpackage
package dcache_params_pkg;
  parameter integer LINE_BYTES    = 32;               
  parameter integer WORD_BYTES    = 4;
  parameter integer WORDS_PER_LINE= LINE_BYTES/WORD_BYTES;  
  parameter integer SETS          = 64;              
  parameter integer IDX_BITS      = $clog2(SETS);
  parameter integer OFF_BITS      = $clog2(LINE_BYTES);
  parameter integer WORD_IDX_BITS = $clog2(WORDS_PER_LINE);
endpackage
module dcache_simple_wb #(
  parameter integer LINE_BYTES     = 16,
  parameter integer WORD_BYTES     = 4,
  parameter integer WORDS_PER_LINE = 4,
  parameter integer SETS           = 64
) (
  input  logic        clk, rst_n,
  input  logic        req_valid_i,
  input  logic        req_we_i,             
  input  logic [31:0] req_addr_i,
  input  logic [31:0] req_wdata_i,
  input  logic [3:0]  req_wstrb_i,
  output logic        req_ready_o,
  output logic        resp_valid_o,
  output logic [31:0] resp_rdata_o,
  output logic        mem_rd_valid_o,
  output logic [31:0] mem_rd_addr_o,   
  input  logic        mem_rd_ready_i,
  input  logic        mem_rd_data_valid_i,
  input  logic [31:0] mem_rd_data_i,   
  input  logic [1:0]  mem_rd_last_i,   
  output logic        mem_wr_valid_o,
  output logic [31:0] mem_wr_addr_o,
  output logic [31:0] mem_wr_data_o,
  output logic [3:0]  mem_wr_strb_o,
  input  logic        mem_wr_ready_i
);
  localparam integer WORD_BITS = $clog2(WORDS_PER_LINE);
  localparam integer OFF_BITS  = 2 + WORD_BITS;
  localparam integer LINE_BITS     = $clog2(SETS);
  localparam integer IDX_BITS      = LINE_BITS;
  localparam integer WORD_IDX_BITS = WORD_BITS;
  localparam integer TAG_BITS      = 32 - OFF_BITS - IDX_BITS;
  typedef struct packed { logic _unused; } tag_t  ;
logic                     tag_valid   [SETS];
  logic [TAG_BITS-1:0]      tag_value   [SETS];
  logic [WORDS_PER_LINE-1:0] tag_wvalid [SETS];
  logic [31:0] data_mem [SETS][WORDS_PER_LINE];
  integer s;   
  wire [OFF_BITS-1:0]  off  = req_addr_i[OFF_BITS-1:0];
  wire [IDX_BITS-1:0]  idx  = req_addr_i[OFF_BITS+IDX_BITS-1:OFF_BITS];
  wire [TAG_BITS-1:0] tag = req_addr_i[31:OFF_BITS+IDX_BITS];
  wire [WORD_IDX_BITS-1:0] word_idx = off[OFF_BITS-1:2];
  logic wbuf_enq_ready, wbuf_fwd_hit;
  logic wbuf_mem_valid; logic [31:0] wbuf_mem_addr, wbuf_mem_wdata; logic [3:0] wbuf_mem_strb;
  logic [31:0] wbuf_fwd_data;
  dcache_wbuf #(.DEPTH(2)) u_wbuf (
    .clk(clk), .rst_n(rst_n),
    .enq_valid_i  (req_valid_i && req_we_i && !req_ready_o),  
    .enq_addr_i   (req_addr_i),
    .enq_wdata_i  (req_wdata_i),
    .enq_wstrb_i  (req_wstrb_i),
    .enq_ready_o  (wbuf_enq_ready),
    .mem_valid_o  (wbuf_mem_valid),
    .mem_addr_o   (wbuf_mem_addr),
    .mem_wdata_o  (wbuf_mem_wdata),
    .mem_wstrb_o  (wbuf_mem_strb),
    .mem_ready_i  (mem_wr_ready_i),
    .fwd_req_i    (req_valid_i && !req_we_i),
    .fwd_addr_i   (req_addr_i),
    .fwd_hit_o    (wbuf_fwd_hit),
    .fwd_data_o   (wbuf_fwd_data)
  );
  typedef enum logic [1:0] {IDLE, REFILL} state_e;
  state_e state_q, state_d;
  logic [IDX_BITS-1:0]  refill_idx_q; logic [31:0] refill_tag_q; logic [WORD_IDX_BITS-1:0] refill_wptr_q;
  wire hit = tag_valid[idx] && (tag_value[idx] == tag);
  assign req_ready_o = (!req_we_i) ? (state_q==IDLE || idx!=refill_idx_q) : wbuf_enq_ready;
  always_comb begin
    resp_valid_o = 1'b0;
    resp_rdata_o = 32'h0;
    if (req_valid_i && !req_we_i && req_ready_o) begin
      if (hit && tag_wvalid[idx][word_idx]) begin
        resp_valid_o = 1'b1;
        resp_rdata_o = data_mem[idx][word_idx];
      end else if (wbuf_fwd_hit) begin
        resp_valid_o = 1'b1;
        resp_rdata_o = wbuf_fwd_data;
      end
    end
  end
  assign mem_rd_valid_o = (state_q==IDLE && req_valid_i && !req_we_i && !hit);
  assign mem_rd_addr_o  = {req_addr_i[31:OFF_BITS], {OFF_BITS{1'b0}}};  
  always_ff @(posedge clk or negedge rst_n) begin
    if(!rst_n) begin
      state_q <= IDLE; refill_idx_q <= '0; refill_tag_q <= '0; refill_wptr_q <= '0;
      for (s=0;s<SETS;s++) begin
        tag_valid[s] <= 1'b0; tag_value[s] <= '0; tag_wvalid[s] <= '0;
      end
    end else begin
      case (state_q)
        IDLE: begin
          if (mem_rd_valid_o && mem_rd_ready_i) begin
            state_q <= REFILL;
            refill_idx_q <= idx;
            refill_tag_q <= tag;
            tag_valid[idx] <= 1'b1; tag_value[idx] <= tag; tag_wvalid[idx] <= '0;  
            refill_wptr_q <= '0;
          end
        end
        REFILL: begin
          if (mem_rd_data_valid_i) begin
            data_mem[refill_idx_q][refill_wptr_q] <= mem_rd_data_i;
            tag_wvalid[refill_idx_q][refill_wptr_q] <= 1'b1;  
            refill_wptr_q <= refill_wptr_q + 1'b1;
          end
          if (mem_rd_data_valid_i && mem_rd_last_i[0]) begin
            state_q <= IDLE;
          end
        end
      endcase
      if (req_valid_i && req_we_i && req_ready_o) begin
        if (hit) begin
          data_mem[idx][word_idx] <= req_wdata_i;
          tag_wvalid[idx][word_idx] <= 1'b1;
        end
      end
    end
  end
  assign mem_wr_valid_o = wbuf_mem_valid;
  assign mem_wr_addr_o  = wbuf_mem_addr;
  assign mem_wr_data_o  = wbuf_mem_wdata;
  assign mem_wr_strb_o  = wbuf_mem_strb;
endmodule
module dcache_wbuf #(
  parameter integer DEPTH = 2
)(
  input  logic        clk, rst_n,
  input  logic        enq_valid_i,
  input  logic [31:0] enq_addr_i,
  input  logic [31:0] enq_wdata_i,
  input  logic [3:0]  enq_wstrb_i,
  output logic        enq_ready_o,
  output logic        mem_valid_o,
  output logic [31:0] mem_addr_o,
  output logic [31:0] mem_wdata_o,
  output logic [3:0]  mem_wstrb_o,
  input  logic        mem_ready_i,
  input  logic        fwd_req_i,
  input  logic [31:0] fwd_addr_i,
  output logic        fwd_hit_o,
  output logic [31:0] fwd_data_o
);
  integer i;   
  typedef struct packed {
    logic        v;
    logic [31:0] addr;
    logic [31:0] data;
    logic [3:0]  strb;
  } entry_t;
  logic q_v[DEPTH];   
logic [31:0] q_addr[DEPTH];   
logic [31:0] q_data[DEPTH];   
logic [3:0]  q_strb[DEPTH];   
  logic [$clog2(DEPTH):0] head, tail;
wire full_w = ((tail+1'b1)==head);
wire empty_w = (tail==head);
  assign enq_ready_o = !full_w;
  always_ff @(posedge clk or negedge rst_n) begin
    if (!rst_n) begin
      head <= '0; tail <= '0;
      for (i = 0;i<DEPTH;i++) q_v[i] <= 1'b0;
    end else begin
      if (enq_valid_i && enq_ready_o) begin
        q_v[tail]    <= 1'b1;
        q_addr[tail] <= enq_addr_i;
        q_data[tail] <= enq_wdata_i;
        q_strb[tail] <= enq_wstrb_i;
        tail <= tail + 1'b1;
      end
      if (mem_valid_o && mem_ready_i) begin
        q_v[head] <= 1'b0;
        head <= head + 1'b1;
      end
    end
  end
  assign mem_valid_o = !empty_w && q_v[head];
  assign mem_addr_o  = q_addr[head];
  assign mem_wdata_o = q_data[head];
  assign mem_wstrb_o = q_strb[head];
  assign fwd_hit_o  = (!empty_w && q_v[head] && (q_addr[head][31:2]==fwd_addr_i[31:2]));
  assign fwd_data_o = q_data[head];
endmodule
$ cat run.sh
#!/bin/bash
# OpenROAD 26Q1-2900-gdf79404cd8, Yosys 0.63+post, stock flow scripts
make -C /OpenROAD-flow-scripts/flow DESIGN_CONFIG=/design/flow/config.mk WORK_HOME=/design/flow/orfs finish
==> flow_summary.toml <==
# yosys + openroad results
[run_status]
status = "did not finish"
lastStage = "5_1_grt"
error_line = "[ERROR GRT-0116] Global routing finished with congestion. Check the congestion regions in the DRC Viewer."

[logic_synthesis]
async_flop_share_pct = 17.3
yosysWarnings = 10
avgSynthCellArea_um2 = 13.5
syn_area_um2 = 600000
synth_cell_types = 88
synthCells = 44500
yosys_area_um2 = 600000
ys_ff = 10100
ys_cells = 44500
synth-main-ff-cell = "edfxtp_1"
synth-edff-count = 8328
ys_seq_share_pct = 48.9

[clock_tree]
ctsResizeCount = 0
numCtsBuffers = 1322
htreeDepth = 7
ctsHoldBuffers = 0
clock-sinks = 10100
cts_root_buffer = "clkbuf_16"
post_cts_buffers = 0
cts_max_path_buffers = 6

[grt]
track_usage_pct = 92.0
grt_pass1_vias = 673000
grt_max_degree = 129
overflow = 11800
grt_pass1_wl_um = 8640000

[floorplanning]
placementRows = 449
die_h_um = 1230
die_w_um = 1230
initCoreUtil_pct = 40.1
io_pins = 245

[placement]
dpl.cell_count = 64700
dp_hpwl_um = 4400000
gp_congestion = 1.34
portBuffers = 239
## metrics by stage
stage / cell area (um2) / worst slack (ns)
2_1_floorplan: 601000 / 43.29
3_3_place_gp: 652000 / 37.29
3_5_place_dp: 652000 / 37.40
4_1_cts: 692000 / 37.38
## layer usage
metal,track usage [%],overflow
met1,92.4,2129
met2,96.2,4299
met3,90.1,2257
met4,87.4,2918
met5,81.0,243
## cells by family after synthesis
| family | share of synthesized area [%] |
|---|---|
| adders and majority gates | 0.0183 |
| other | 0.000625 |
| xor gates and xnor gates | 0.0423 |
| and+or+nand+nor | 5.10 |
| buffers and inverters | 4.26 |
| muxes | 34.7 |
| AOI/OAI and AO/OA | 6.91 |
| DFF | 48.9 |
## synthesized netlist by cell type (281+ instances only)
cell type	instances	area share [%]
mux2_1	1369	2.6
a22oi_1	3911	4.9
mux2_2	11300	21
nand4_1	627	0.65
mux2_4	3900	9.8
buf_2	662	0.55
and3_1	454	0.47
nor3_1	1125	0.94
clkbuf_1	3928	2.5
nor2_1	637	0.40
a21oi_1	692	0.58
a221o_1	383	0.64
buf_6	519	0.97
dfrtp_1	1743	7.3
nor4_1	318	0.33
buf_1	281	0.18
nand2_1	1529	0.96
nand3_1	753	0.63
mux2i_1	680	1.1
edfxtp_1	8328	42
